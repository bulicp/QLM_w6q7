## ./run.sh

```bash
#!/bin/bash
# OpenROAD 26Q1-2900-gdf79404cd8, Yosys 0.63+post, stock flow scripts
make -C /OpenROAD-flow-scripts/flow DESIGN_CONFIG=/design/flow/config.mk WORK_HOME=/design/flow/orfs finish
```

## ./config.mk

```make
export PLATFORM = sky130hd
export DESIGN_NAME = mult_top
export DESIGN_NICKNAME = mult_top
export VERILOG_FILES = /design/flow/design.v
export SDC_FILE = /design/flow/constraint.sdc
export NUM_CORES = 4
export LEC_CHECK = 1
export CORE_UTILIZATION = 40
```

## ./constraint.sdc

```tcl
current_design mult_top

set clk_period 11.7
set clk_io_pct 0.2

create_clock -name clk0 -period $clk_period [get_ports {clk}]

set non_clock_inputs [all_inputs -no_clocks]
set_input_delay [expr $clk_period * $clk_io_pct] -clock clk0 $non_clock_inputs
set_output_delay [expr $clk_period * $clk_io_pct] -clock clk0 [all_outputs]
```

## ./design.v

```verilog
module QLM_w6q7(
    input [15:0] x,
    input [15:0] y,
    output [31:0] p
    );
    wire [15:0] x_abs;
    assign x_abs = x ^ {16{x[15]}};
    wire [15:0] k_x0;
    wire zero_x0;
    wire [3:0] k_x0_enc;
    LOD16 lod_x0(
        .data_i(x_abs),
        .zero_o(zero_x0),
        .data_o(k_x0),
        .data_enc(k_x0_enc));
    wire [4:0] x_shift;
    LBarrel Lshift_x0(
        .data_i(x_abs),
        .shift_i(k_x0),
        .data_o(x_shift));
    wire [15:0] y_abs;
    assign y_abs = y ^ {16{y[15]}};
    wire [15:0] k_y0;
    wire zero_y0;
    wire [3:0] k_y0_enc;
    LOD16 lod_y0(
        .data_i(y_abs),
        .zero_o(zero_y0),
        .data_o(k_y0),
        .data_enc(k_y0_enc));
    wire [4:0] y_shift;
    LBarrel Lshift_y0(
        .data_i(y_abs),
        .shift_i(k_y0),
        .data_o(y_shift));
    wire [9:0] x_log;
    wire [9:0] y_log;
    wire [9:0] p_log;
    assign x_log = {1'b0,k_x0_enc,x_shift};
    assign y_log = {1'b0,k_y0_enc,y_shift};
    assign p_log = x_log + y_log;
    wire [21:0] p_l1b;
    wire [5:0] l1_input;
    assign l1_input = {1'b1,p_log[4:0]};
    L1Barrel L1shift_plog(
        .data_i(l1_input),
        .shift_i(p_log[8:5]),
        .data_o(p_l1b));
    wire [10:0] p_low;
    wire not_k_l5 = ~p_log[9];
    assign p_low = p_l1b[15:5] & {11{not_k_l5}};
    wire [5:0] p_med;
    assign p_med = p_log[9] ? p_l1b[5:0] : p_l1b[21:16];
    wire [14:0] p_high;
    assign p_high = p_l1b[20:6] & {15{p_log[9]}};
    wire [31:0] PP_abs;
    assign PP_abs = {p_high,p_med,p_low};
    wire p_sign;
    wire [31:0] PP_temp;
    assign p_sign = x[15] ^ y[15];
    assign PP_temp = PP_abs ^ {32{p_sign}};
    wire notZeroA, notZeroB, notZeroD;
    assign notZeroA = ~zero_x0 ;
    assign notZeroB = ~zero_y0 ;
    assign notZeroD = notZeroA & notZeroB;
    assign p = notZeroD? PP_temp : 32'b0;
endmodule
module LOD16(
    input [15:0] data_i,
    output zero_o,
    output [15:0] data_o,
    output [3:0] data_enc
    );
    wire [15:0] z;
    wire [3:0] zdet;
    wire [3:0] select;
    assign zdet[3] = |(data_i[15:12]);
    assign zdet[2] = |(data_i[11:8]) ;
    assign zdet[1] = |(data_i[7]) ;
    assign zdet[0] = 1'b0;
    assign zero_o = ~( zdet[3]  | zdet[2] | zdet[1] );
    LOD4 lod4_2 (
        .data_i(data_i[15:12]), 
        .data_o(z[15:12])
    );
    LOD4 lod4_1 (
        .data_i(data_i[11:8]), 
        .data_o(z[11:8])
    );
    assign z[7] = data_i[7];
    assign z[6:0] = 7'b0;
    LOD4 Middle(
        .data_i(zdet), 
        .data_o(select)       
    );
	wire [11:0] tmp_out;
    Muxes2in1Array4 Inst_MUX214_3 (
        .data_i(z[15:12]), 
        .select_i(select[3]), 
        .data_o(tmp_out[11:8])
    );
	Muxes2in1Array4 Inst_MUX214_2 (
        .data_i(z[11:8]), 
        .select_i(select[2]), 
        .data_o(tmp_out[7:4])
    );
    assign tmp_out[3] = select[1] ? z[7] : 1'b0;
    assign tmp_out[2:0] = 3'b0;
    wire [2:0] low_enc; 
    assign low_enc = tmp_out[3:1] | tmp_out[7:5] | tmp_out[11:9];
    assign data_enc[3] = select[3] | select[2];
    assign data_enc[2] = select[3] | select[1];
    assign data_enc[1] = low_enc[2] | low_enc[1];
    assign data_enc[0] = low_enc[2] | low_enc[0];
    assign data_o[15:4] = tmp_out;
    assign data_o[3:0] = 4'b0;
endmodule
module LOD2(
    input [1:0] data_i,
    output [1:0] data_o
    );
	 assign data_o[1] = data_i[1];
	 assign data_o[0] =(~data_i[1] & data_i[0]);
endmodule
module LOD4(
    input [3:0] data_i,
    output [3:0] data_o
    );
    wire mux0;
    wire mux1;
    wire mux2;
    assign mux2 = (data_i[3]==1) ? 1'b0 : 1'b1;
    assign mux1 = (data_i[2]==1) ? 1'b0 : mux2;
    assign mux0 = (data_i[1]==1) ? 1'b0 : mux1;
    assign data_o[3] = data_i[3];
    assign data_o[2] =(mux2 & data_i[2]);
    assign data_o[1] =(mux1 & data_i[1]);
    assign data_o[0] =(mux0 & data_i[0]);
endmodule
module Muxes2in1Array2(
    input [1:0] data_i,
    input select_i,
    output [1:0] data_o
    );
	assign data_o[1] = select_i ? data_i[1] : 1'b0;
	assign data_o[0] = select_i ? data_i[0] : 1'b0;
endmodule
module Muxes2in1Array4(
    input [3:0] data_i,
    input select_i,
    output [3:0] data_o
    );
	assign data_o[3] = select_i ? data_i[3] : 1'b0;
	assign data_o[2] = select_i ? data_i[2] : 1'b0;
	assign data_o[1] = select_i ? data_i[1] : 1'b0;
	assign data_o[0] = select_i ? data_i[0] : 1'b0;
endmodule
module LBarrel(
    input [15:0] data_i,
    input [15:0] shift_i,
    output [4:0] data_o);
    assign data_o[4] = |(data_i[13:7] & shift_i[14:8]);
    assign data_o[3] = |(data_i[12:7] & shift_i[14:9]);
    assign data_o[2] = |(data_i[11:7] & shift_i[14:10]);
    assign data_o[1] = |(data_i[10:7] & shift_i[14:11]);
    assign data_o[0] = |(data_i[9:7] & shift_i[14:12]);
endmodule
module L1Barrel(
    input [5:0] data_i,
    input [3:0] shift_i,
    output reg [21:0] data_o);
    always @*
        case (shift_i)
           4'b0000: data_o = data_i;
           4'b0001: data_o = data_i << 1;
           4'b0010: data_o = data_i << 2;
           4'b0011: data_o = data_i << 3;
           4'b0100: data_o = data_i << 4;
           4'b0101: data_o = data_i << 5;
           4'b0110: data_o = data_i << 6;
           4'b0111: data_o = data_i << 7;
           4'b1000: data_o = data_i << 8;
           4'b1001: data_o = data_i << 9;
           4'b1010: data_o = data_i << 10;
           4'b1011: data_o = data_i << 11;
           4'b1100: data_o = data_i << 12;
           4'b1101: data_o = data_i << 13;
           4'b1110: data_o = data_i << 14;
           default: data_o = data_i << 15;
        endcase
endmodule
module mult_top(
    input clk,
    input  [15:0] x,
    input  [15:0] y,
    output reg [31:0] p_out
    );
    wire [31:0] P_vec;
    reg [15:0] X_vec;
    reg [15:0] Y_vec;
    QLM_w6q7 mult(X_vec,Y_vec,P_vec); 
    always @(posedge clk) 
    begin
        p_out = P_vec;
        X_vec = x;
        Y_vec = y;
    end
endmodule 
```

==> ci_impl_report.md <==
## Synthesis and layout report

| Metric | Value |
|---|---|
| Met3 Track Usage GR | `0.0275` |
| Design Area, Final | `0.00452 mm2` |
| PnR Total Power | `0.000705 W` |
| Status | `finished, final reports clean` |
| Yosys Chip Area | `between 0.003 and 0.004 mm2` |
| CP dominant cell by count | `nor2_1` |
| Flip-flops with a built-in enable | `0` |
| Synthesized area per cell | `7.76 um2` |
| CTS H-tree lvls | `2` |
| Global Route met2 Usage | `0.300` |
| Post-synthesis cell count | `~510` |
| Initial antenna violation count | `0` |
| Residual DRC | `0` |
| Vias in the first global route | `between 3,000 and 4,000` |
| CTS Buf Count | `5` |
| Root buf cell | `clkbuf_8` |
| Synth Seq Share | `0.255` |
| WP buf/inv | `0` |
| Fraction of registers with async set/reset | `0` |
| Pre-Place Util | `0.418` |
| Wire per inst | `~15 um` |
| CP Cell Sequence | `nor2b_1 -> a31o_2 -> nor2_1 -> a211oi_1 -> a21oi_1 -> o22ai_1 -> nor2_1 -> a21oi_1 -> ha_1 -> o21ai_2 -> nor3_2 -> nor4_1 -> nor2_2 -> o22ai_1 -> a222oi_1 -> nor2_1 -> mux2i_1` |
| GRT Resource Usage Total | `0.208` |
| Most instantiated logic cell after routing | `nor2_1` |
| Final Max Tran Viols | `0` |
| Main flop type | `dfxtp_1` |
| F_max | `190 MHz` |
| CP Max Fanout | `26` |
| Post-CTS setup repair buffer count | `0` |
| Detailed Routing Iterations Pass 1 | `5` |
| First-pass GRT wire length | `16.8 mm` |
| Clock transition at path regs | `0.11 ns` |
| Max clock buf depth | `2` |
| Post-route ant nets | `0` |
| Cts hold-fix bufs | `0` |
| Slew HR | `0.412` |
| Die area | `roughly 0.01 mm2` |
| PostCTS Resize Cnt | `0` |
| Final Hold Viols | `0` |
| Vias | `~3,800` |
| Final WL | `9.93 mm` |
| Crit path time final | `about 5.3 ns` |
| Grt peak-use layer | `met1` |
| Family with the most delay on the worst path | `simple AND/OR/NAND/NOR gates` |
| Period utilisation layout | `0.449` |
| Core area | `0.00937 mm2` |
| Grt ovf | `0` |
| Hold Slack | `0.926 ns` |
| Initial DRC count | `around 300` |
| Share of cells above drive strength 1 | `0.0648` |
| Worst path max stage delay | `0.70 ns` |
| Endpoints failing setup | `0` |
| CP Launch Type | `flop` |
| Layout area overhead | `15.3%` |
| # diodes | `0` |
| Port bufs | `approximately 50` |
| DIE HEIGHT | `101 um` |
| Via/cell ratio | `~5.8` |
| Met1 GRT Util | `0.340` |
| DP HPWL | `7.28 mm` |
| Most frequent cells in the layout | `54 x nor2_1, 50 x dfxtp_1, 50 x clkdlybuf4s50_1` |
| Min-delay worst type | `flop to flop` |
| Gpl congestion | `0.958` |
| Fillers | `937` |
| CTS tree | `done` |
| Yosys cell types | `~72` |
| P_leak | `1.73 nW` |
| Post-Syn Area | `between 0.003 and 0.004 mm2` |
| Cell count in the Yosys report | `approximately 500` |
| Worst Path Required | `about 12 ns` |
| Die Width | `101 um` |
| Setup crit end kind | `flop` |
| Yosys warning total | `2` |
| Critical path's slowest cell | `a222oi_1` |
| Synthesized registers | `50` |
| Worst vdd ir | `0.0968 mV` |
| Placement Rows | `35` |
| I/O pin cnt | `65` |
| Setup TNS | `0 ns` |
| CP Data Arrival Time | `about 5.4 ns` |
| RSZ-0062 raised after global routing | `false` |
| Worst-Margin Slew | `between 0.8 and 0.9 ns` |
| Placed instance area | `0.00442 mm2` |
| Pwr Density | `between 150 and 200 mW/mm2` |
| Max Cap Violations | `0` |
| Largest net degree at the start of global routing | `32` |
| Clk latency late pin | `between 0.3 and 0.4 ns` |
| Type of the worst setup path | `flop to flop` |
| Worst Skew | `0.0118 ns` |
| OpenROAD warning count | `39` |
| Sink Count | `50` |
==> where the power goes <==
part / internal, W / total [W] / switching, W
sequential: 0.000204 / 0.000221 / 0.0000177
combinational: 0.000171 / 0.000374 / 0.000203
clock: 0.0000448 / 0.000109 / 0.0000646
total: 0.000420 / 0.000705 / 0.000285
==> cell type report <==
cell class / count / area (um2) / share of cell area
clock inverters: 3 / 28.8 / 0.00637
flip-flops and latches: 50 / 1000 / 0.222
clock buffers: 5 / 68.8 / 0.0152
inverters: 13 / 48.8 / 0.0108
well taps: 129 / 161 / 0.0357
multi-input cells: 401 / 2690 / 0.595
repair buffers: 53 / 523 / 0.116
==> routing by layer <==
metal	up-vias	wire length, um	part of all wire
met1	1731	5090	0.51
met5	-	0	0
met2	132	4060	0.41
met4	0	154	0.016
met3	17	631	0.064
li1	1907	-	-
==> flip-flops by register name, indices dropped and copies added, names as in the netlist <==
register  cells
Y_vec         9
X_vec         9
p_out        32
==> through the flow <==
stage / cells / worst slack [ns] / util
floorplan: 505 / 7.77 / -
global placement: 646 / 6.65 / 0.472
detailed placement: 646 / 6.66 / 0.472
CTS: 654 / 6.62 / 0.482
global route: 654 / 6.09 / 0.482
finish: 654 / 6.44 / 0.482
==> cell usage after synthesis, types with 3 or more instances <==
cell / instances / area [um2]
nor2b_1: 5 / 31.3
nor3_1: 15 / 75.1
a21boi_0: 3 / 22.5
buf_1: 4 / 15.0
a31oi_1: 6 / 37.5
xnor2_1: 13 / 114
o22ai_1: 11 / 68.8
or4_1: 3 / 22.5
o31ai_1: 7 / 52.6
nor3b_1: 4 / 30.0
nor4_1: 8 / 50.1
inv_1: 13 / 48.8
dfxtp_1: 50 / 1000
or3_1: 6 / 37.5
a22oi_1: 4 / 30.0
nand2b_1: 9 / 56.3
xor2_1: 3 / 26.3
a221oi_1: 5 / 43.8
buf_2: 12 / 60.1
and3_1: 3 / 18.8
nor2_1: 54 / 203
o31a_1: 3 / 26.3
a221o_1: 4 / 40.0
o21ai_0: 32 / 160
nor4b_1: 3 / 26.3
a21oi_1: 24 / 120
clkbuf_1: 22 / 82.6
o211ai_1: 3 / 22.5
nand3_1: 17 / 85.1
mux2i_1: 35 / 350
a211oi_1: 4 / 30.0
o221ai_1: 7 / 61.3
a21o_1: 4 / 30.0
o21a_1: 8 / 60.1
nand4_1: 4 / 25.0
nand2_1: 41 / 154
ha_1: 9 / 113
nor3_2: 3 / 30.0
==> cells by family (layout without fill, tap and decap cells) <==
group | Yosys count | in the layout | share of synthesized area
XOR/XNOR | 16 | 16 | 0.0357
multiplexers | 38 | 38 | 0.0989
adder cells (fa/ha/maj) | 10 | 10 | 0.0338
AND-OR/OR-AND | 153 | 153 | 0.282
buffers and inverters | 54 | 74 | 0.0594
flip-flops | 50 | 50 | 0.255
AND/OR/NAND/NOR | 184 | 184 | 0.234
==> worst min-delay path, cell delays in order (launching register included) <==
cell and delay [ns]:
dfxtp_1 0.43, xor2_1 0.15, o32ai_4 0.24, nor2_1 0.08
==> final timing paths <==
check | cells after the start | endpoint | startpoint | slack [ns]
max reg2reg | 17 | p_out[0]$_SDFF_PN0_ | X_vec[15]$_DFF_P_ | 6.44
max | 17 | p_out[0]$_SDFF_PN0_ | X_vec[15]$_DFF_P_ | 6.44
min | 3 | p_out[31]$_SDFF_PN0_ | Y_vec[7]$_DFF_P_ | 0.93
min reg2reg | 3 | p_out[31]$_SDFF_PN0_ | Y_vec[7]$_DFF_P_ | 0.93
No activity file was given, so power comes from the tool's default toggle rates.
